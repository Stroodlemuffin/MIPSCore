$ cat /design/flow/run.sh
#!/bin/bash
# OpenROAD 26Q1-2900-gdf79404cd8, Yosys 0.63+post, stock flow scripts
make -C /OpenROAD-flow-scripts/flow DESIGN_CONFIG=/design/flow/config.mk WORK_HOME=/design/flow/orfs finish
$ cat /design/flow/constraint.sdc
current_design registerfile

set clk_period 6.8
set clk_io_pct 0.2

create_clock -name clk0 -period $clk_period [get_ports {clk}]

set non_clock_inputs [all_inputs -no_clocks]
set_input_delay [expr $clk_period * $clk_io_pct] -clock clk0 $non_clock_inputs
set_output_delay [expr $clk_period * $clk_io_pct] -clock clk0 [all_outputs]
$ cat /design/flow/config.mk
export PLATFORM = sky130hd
export DESIGN_NAME = registerfile
export DESIGN_NICKNAME = registerfile
export VERILOG_FILES = /design/flow/design.v
export SDC_FILE = /design/flow/constraint.sdc
export NUM_CORES = 4
export LEC_CHECK = 1
export CORE_UTILIZATION = 40
$ cat /design/flow/design.v
module  registerfile (
	clk,	 
	wb,		 
	we, 	 
	s1, 	 
	s2, 	 
	d, 		 
	s1val,	 
	s2val	 
);
	input clk;
	input [31:0] wb;
	input we;
	input [4:0] s1;
	input [4:0] s2;
	input [4:0] d;
	output wire [31:0] s1val;
	output wire [31:0] s2val;
	reg [31:0] regfile [0:31];
	assign s1val = regfile[s1];  
	assign s2val = regfile[s2];  
	always @(negedge clk) begin  
	  if(we) begin
		regfile[d] <= wb;
	  end
	end
endmodule
==> qor.csv <==
metric,value,unit
Cell area leaders,"edfxtp_1 63%, mux2i_1 21%, a22oi_1 3.0%, a22o_1 2.3%, nand3_1 2.0%",
Hold WS,3660,ps
clock network power share,0.497,
register bit total from synthesis,1024,
peak supply drop,216,uV
Mean Syn Cell Area,14.4,um^2
Tool Warnings,1030,
Yosys Chip Area,48800,um^2
root buffer cell,clkbuf_16,
Cell Type Count,24,
drt first pass iters,5,
final setup fails,25,
CP Data Arrival Time,5630,ps
CTS Hold Buffers Added,0,
Tightest Pin Transition,1110,ps
Synth top area share,0.631,
Flop pwr share,0.421,
max-capacitance violation count,0,
comb. cell area,18100,um^2
Die Wd,351,um
number of routed nets with antenna violations,0,
"CTS clk-pin slew, worst paths",30,ps
Synth warnings,1,
IO Count,113,
routed wire length,150000,um
critical path class,reg2out,
P_sw,4810,uW
total grt overflow,0,
Layout area overhead,27.0,%
number of cells in Yosys stat,3387,
Async SR Flop Fraction,0,
RSZ-0062 raised after global routing,yes,
Synth top cells by count,"1,024 x edfxtp_1, 1,024 x mux2i_1, 195 x nand2_1, 194 x nand3_1",
CTS tree,built,
area of the core region,120000,um^2
Filler cells,9846,
Sw Ratio,0.285,
Yosys top cell by area,edfxtp_1,
failing checks,setup timing,
critical path launch point,regfile[7][19]$_DFFE_NP_,
drt initial violations,2191,
HP Class,in2out,
RePlAce Congestion,0.911,
DRC,0,
crit path to,s2val[19],
Comb power frac,0.083,
Power Density,273,nW/um^2
wire length per cell,23.8,um
clock sink count,1024,
run status,"complete, but fails checks",
Final Hold Vio Count,0,
Die Span Y,351,um
Post-synth EDFFs,1024,
Startpoint Class,flop,
crit path max fanout,2,
largest buffer count on any clock path,3,
GRT Total Usage,0.262,
total die area,123000,um^2
Regs by FF count,regfile x1024,
pre-CTS setup slack,-158,ps
fin. max-slew vios,0,
Buffers on Ports,112,
mapped cell area,48800,um^2
CP required,5440,ps
Lkg Pwr,0.0268,uW
H-tree lvl count,3,
vias in the first global route,37400,
P_int,12100,uW
register area,30700,um^2
Via density,5.47,
largest reg by FF count,regfile,
FP Rows,127,
synthesized instance count,3387,
Initial Utilization,0.405,
final worst slack,-191,ps
first-pass GRT wire length,219000,um
Worst setup EP type,output pin,
Largest register FFs,1024,
Dominant flop cell,edfxtp_1,
Vias,34500,
DP HPWL,88500,um
slew margin rel.,0.261,
proportion of layout cells with a drive suffix above 1,0.141,
sequential area share after synthesis,0.631,
largest net degree at the start of global routing,72,
CTS buffer count,112,
initial antenna violation count,6,
## critical path, cell delays in order, from the launching register on
cell	delay, ps
edfxtp_1	370
buf_4	140
mux2i_1	140
a22o_1	210
nor3_1	70
buf_4	210
a31oi_4	190
nand3_2	100
buf_2	110
## routing by layer
metal | part of all wire | GRT usage
met2 | 0.46 | 0.365
met3 | 0.13 | 0.176
met5 | 0.00046 | 0.000392
met4 | 0.025 | 0.101
met1 | 0.39 | 0.334
## cell type report
cell class | count | share of cell area
Sequential cell | 1024 | 0.497
Clock inverter | 1113 | 0.0754
Clock buffer | 117 | 0.0473
Antenna cell | 1 | 0.0000404
Multi-Input combinational cell | 2109 | 0.292
Timing Repair Buffer | 324 | 0.0559
Tap cell | 1612 | 0.0326
## power groups by stage
| stage | registers, uW | logic [uW] | clock network [uW] |
|---|---|---|---|
| 6_report | 7110 | 1400 | 8400 |
| 4_1_cts | 7110 | 1380 | 8650 |
| 5_1_grt | 7110 | 1480 | 9400 |
## metrics by stage
step | total power [uW] | TNS, ps | cells | utilization | cell area (um^2)
after floorplan | 8800 | -159400 | 3387 | - | 48800
after global placement | 9410 | -138 | 5080 | 0.443 | 53400
after detailed placement | 9410 | -202 | 5080 | 0.443 | 53400
after CTS | 17100 | -2880 | 6299 | 0.513 | 61800
after global routing | 18000 | -6210 | 6299 | 0.514 | 61900
final | 16900 | -1780 | 6300 | 0.514 | 61900
## worst min path at each step
stage          from  slack [ps]         to  cells after the start
finish        s1[1]        3660  s1val[25]                      6
global route  s1[1]        3690  s1val[25]                      6
CTS           s1[1]        3650  s1val[25]                      6
## logic make-up (layout without fill, tap and decap cells)
group           after synthesis  after routing  share of synthesized area
flops                      1024           1024                      0.631
buf+inv                     254           1554                     0.0316
other cells                   0              1                          0
simple gates                509            509                     0.0472
mux                        1024           1024                      0.210
compound gates              576            576                     0.0805
## cells in the final DEF (no fill, tap or decap), types with 29 or more instances in the layout
| master | count |
|---|---|
| nor2_4 | 34 |
| a31oi_2 | 30 |
| a21oi_1 | 192 |
| a22oi_1 | 192 |
| clkdlybuf4s50_1 | 46 |
| buf_4 | 128 |
| nor3_2 | 30 |
| clkbuf_16 | 117 |
| mux2i_1 | 1024 |
| edfxtp_1 | 1024 |
| nand2_1 | 193 |
| nand3_1 | 150 |
| nand3_2 | 37 |
| a22o_1 | 127 |
| buf_12 | 82 |
| inv_1 | 1057 |
| clkinvlp_2 | 31 |
| buf_2 | 59 |
| a31oi_4 | 29 |
## repair_timing
action | 4_1_cts | 5_1_grt
resized | 399 | 31
buffers inserted | 1 | 0
hold endpoints to repair | 0 | 0
pin swaps | 145 | 89
setup endpoints to repair | 64 | 63
Power is estimated from default activity; no workload was simulated.
