`design.v`:
```
module alu (
	s1val,		 
	s2val,		 
	sa,			 
	ALUop,		 
	result,		 
	branch,		 
	insn
);
input [31:0] s1val;
input [31:0] s2val;
input [31:0] insn;
input [5:0] ALUop;
input [4:0] sa;
reg [31:0] div_hi;	 
reg [31:0] div_lo;	 
parameter MFHI = 12'b000000010000;	 
parameter MFLO = 12'b000000010010;	 
output reg [31:0] result;
output reg branch;
	always @(ALUop, s1val, s2val, sa) begin  
		case ({insn[31:26],insn[5:0]})
			MFHI: result <= div_hi;  
			MFLO: result <= div_lo;	 
			default: result <= 0;
		endcase
		case (ALUop)
			0: result <= s1val & s2val;			 
			1: result <= s1val | s2val;			 
			2: result <= s1val + s2val;			 
			6: result <= s1val - s2val;			 
			7: result <= s1val < s2val ? 1 : 0;	 
			12: result <= ~(s1val | s2val); 	 
			14: result <= s2val << sa;			 
			24: result <= s2val >> sa;			 
			20: result <=  s1val * s2val; 		 
			30: begin
					result <= 0;				 
					div_lo <= s1val / s2val;	 
					div_hi <= s1val % s2val;	 
				end
			28: result <= s1val ^ s2val;		 
		  default: result <= 0;					 
		endcase
    case (ALUop)
      40: if (s1val==s2val) branch <= 1;	 
			41: if (s1val == 0) branch <= 1;	 
			42: if (s1val > 0) branch <= 1;		 
			43: if (s1val <= 0) branch <= 1;	 
			44: if (s1val < 0) branch <= 1;		 
			45: if (s1val !== s2val) branch <= 1; 
      default: branch <= 0;
    endcase
	end
endmodule
module execute (
  input wire clk,
  input wire [31:0] pc,
  input wire [31:0] insn,
  input wire [31:0] s1_val,
  input wire [31:0] s2_val,
  input wire [13:0] controls,
  output reg branch_taken,
  output wire [31:0] pc_effective,
  output wire [31:0] pc_out,
  output wire [31:0] insn_out,
  output wire [13:0] controls_out,
  output wire [31:0] O_out,
  output wire [31:0] B_out,
  input wire MX_abypass,			 
  input wire MX_bbypass,			 
  input wire [31:0] MX_bypassval,	 
  input wire WX_abypass,			 
  input wire WX_bbypass,			 
  input wire [31:0] WX_bypassval	 
);
  wire rwe;
  wire aluinb;
  wire dmwe;
  wire rwd;
  wire jp;
  wire br;
  wire [5:0] aluop;
  wire [4:0] alusa;
  wire [31:0] aluinA;
  wire [31:0] aluinB;
  wire [31:0] aluresult;
  wire alubranch;
  wire [31:0] branch_adder;
  wire [31:0] j_jal_offset;
  wire j_special;
  wire [31:0] j_special_result;
  assign pc_out = pc;
  assign insn_out = insn;
  assign controls_out = controls;
  assign O_out = aluresult;
  assign B_out = s2_val;
  assign rdst = controls [13]; 
  assign dmenable = controls[12]; 
  assign rwe = controls[11];
  assign aluinb = controls[10];
  assign dmwe = controls[9];
  assign rwd = controls[8];
  assign jp = controls[7];
  assign br = controls[6];
  assign aluop = controls[5:0];
  assign alusa = insn[10:6]; 
  assign aluinA = (MX_abypass === 1)  ? MX_bypassval : ((WX_abypass === 1) ? WX_bypassval : s1_val );  
  assign aluinB = aluinb ? {{16{insn[15]}}, insn[15:0]} : ((MX_bbypass === 1) ? MX_bypassval : ((WX_bbypass === 1) ? WX_bypassval : s2_val ));  
  alu alu_mod (
    .s1val(aluinA),
    .s2val(aluinB),
    .sa(alusa),
    .ALUop(aluop),
    .result(aluresult),
    .branch(alubranch),
	.insn(insn)
  );
  assign branch_adder = {{16{insn[15]}}, insn[15:0], 2'b00} + pc + 4;    
  always @(br, alubranch, jp) begin
    branch_taken = (br & alubranch) | jp;
  end
  assign j_jal_offset = {pc[31:28],insn[25:0],2'b00};           
  assign j_special = ({insn[31:26],insn[5:0]} == 12'h8) | ({insn[31:26],insn[5:0]} == 12'h9);  
  assign j_special_result = j_special ? s1_val : j_jal_offset;
  assign pc_effective = jp ? j_special_result : branch_adder;
endmodule
```
`run.sh`:
```
#!/bin/bash
# OpenROAD 26Q1-2900-gdf79404cd8, Yosys 0.63+post, stock flow scripts
make -C /OpenROAD-flow-scripts/flow DESIGN_CONFIG=/design/flow/config.mk WORK_HOME=/design/flow/orfs finish
```
`config.mk`:
```
export PLATFORM = sky130hd
export DESIGN_NAME = execute
export DESIGN_NICKNAME = execute
export VERILOG_FILES = /design/flow/design.v
export SDC_FILE = /design/flow/constraint.sdc
export NUM_CORES = 4
export LEC_CHECK = 1
export CORE_UTILIZATION = 40
```
`constraint.sdc`:
```
current_design execute

set clk_period 25.6
set clk_io_pct 0.2

create_clock -name clk0 -period $clk_period

set non_clock_inputs [all_inputs -no_clocks]
set_input_delay [expr $clk_period * $clk_io_pct] -clock clk0 $non_clock_inputs
set_output_delay [expr $clk_period * $clk_io_pct] -clock clk0 [all_outputs]
```
==> impl_metrics.tcl <==
# collected from the flow reports
set metrics [dict create \
    outcome "completed" \
    fp_util_pct 40.38 \
    leakagePower_uw 0.01493 \
    final-setup-viol-count 0 \
    crit_slowest_cell "fa_1" \
    worstPathRequired_ns 20.48 \
    min_period_ns 20.46 \
    rsz0062_at_grt "no" \
    yosys_cells 3675 \
    grt_pass1_vias 27620 \
    switchingPower_uw 6146 \
    top_register "alu_mod.branch" \
    cpMostUsedCell "fa_1" \
    crit_type "primary input to output pin" \
    synth_top_flop_cell "dlxtn_1" \
    swShare_pct 63.25 \
    critPathCapture "O_out[31]" \
    finalNonFillerCells 4786 \
    io_buffers 375 \
    yosysTopAreaCell "fa_1" \
    synth_top_area_share_pct 29.09 \
    grt_pass1_wl_mm 199.9 \
    vias 28180 \
    slew_violations 0 \
    routedWlPerCell_um 29.13 \
    place_hpwl_mm 111.9 \
    drive_gt1_share_pct 6.071 \
    critPathMaxStageDelay_ns 0.62 \
    gp_congestion 1.090 \
    ios 386 \
    edf_count 0 \
    openroad.warnings 97 \
    crit_path_start "MX_bbypass" \
    postRouteAntennaNets 0 \
    whs_ns 10.24 \
    reg.largest.list "alu_mod.branch (1)" \
    hold_viol 0 \
    unconstrained_endpoints 1 \
    netlist_area_um2 28280 \
    yosys_area_um2 28280 \
    synth_cell_types 85 \
    finalClockPeriodUsage_pct 79.94 \
    synth_cells 3675 \
    max_freq_ghz 0.04886 \
    num_rows 97 \
    cp_max_fo 23 \
    core_area_um2 70030 \
    drtIter0Drc 2336 \
    worstSetupEndpointType "output pin" \
    largest_reg_flops 1 \
    fp.dieW_um 267.9 \
    synth-async-reset-ratio_pct 0 \
    dr.pass1.iters 5 \
    grt_antenna_before_repair 12 \
    area_growth_pct 14.36 \
    critPathArrivalTime_ns 15.34 \
    dpl.cell_count 4778 \
    totalWireLength_mm 139.4 \
    unclocked_pins 1 \
    p_per_area_nw_per_um2 300.4 \
    grt_start_max_net_pins 75 \
    maxCapViolCount 0 \
    cts_resized 0 \
    cts-hold-fix-buffers 0 \
    die_h_um 267.9 \
    syn_area_per_cell_um2 7.695 \
    start_kind "primary input" \
    n_fill_cell 7116 \
    slew_headroom_pct 30.65 \
    ir_drop_v 0.0006626 \
    internal_power_uw 3571 \
    grt_usage_pct 40.98 \
    via_per_inst 5.888 \
    tns_ns 0 \
    drc 0 \
    worstHoldStart "controls[11]" \
    worst_slew_pin_slew_ns 1.026 \
    grt_remaining_overflow 0 \
    synth_flops 1 \
    synthTopCellsByArea "fa_1, ha_1, inv_1" \
    dieArea_um2 71770 \
    ys_warn_count 4 \
    hold_path_class "primary input to output pin" \
    post-cts-setup-buffers 0 \
]
worst min path at each step:
stage	depth (start not counted)	endpoint	slack, ns
finish	0	controls_out[11]	10.24
CTS	0	controls_out[11]	10.24
global route	0	controls_out[12]	10.24
per-stage QoR:
stage	instance area, µm²	setup WS [ns]	power (µW)	utilization [%]
2_1_floorplan	28280	7.776	5929	-
3_3_place_gp	32320	5.381	9485	46.15
3_5_place_dp	32320	5.399	9449	46.15
4_1_cts	32320	5.346	9514	46.15
5_1_grt	32330	4.785	10370	46.17
6_report	32340	5.135	9716	46.18
cell usage after synthesis, drive strengths merged, types with 99 or more instances:
cell type	n
a21oi	175
buf	179
clkbuf	149
fa	411
ha	276
inv	502
mux2i	111
nand2	420
nor2	464
o21ai	171
xnor2	99
placed cells by master (no fill, tap or decap), types with 25 or more instances in the layout:
| cell | count |
|---|---|
| a211oi_1 | 33 |
| a21o_1 | 36 |
| a21oi_1 | 174 |
| a221oi_1 | 30 |
| a31oi_1 | 32 |
| buf_4 | 117 |
| clkdlybuf4s50_1 | 366 |
| fa_1 | 411 |
| ha_1 | 276 |
| inv_1 | 488 |
| mux2_2 | 28 |
| mux2i_1 | 110 |
| nand2_1 | 420 |
| nand2b_1 | 25 |
| nand3_1 | 26 |
| nor2_1 | 462 |
| nor2b_1 | 33 |
| nor3_1 | 40 |
| o211ai_1 | 43 |
| o21a_1 | 43 |
| o21ai_0 | 157 |
| xnor2_1 | 99 |
| xor2_1 | 28 |
area by class of cell:
cell class | count | area, µm² | share of cell area, %
diodes | 8 | 20.02 | 0.06190
inverters | 521 | 1958 | 6.055
multi-input cells | 2825 | 24590 | 76.03
flip-flops and latches | 1 | 15.01 | 0.04643
well taps | 940 | 1176 | 3.637
repair buffers | 491 | 4582 | 14.17
power groups by stage:
| stage | combinational (µW) | sequential, µW | clock, µW |
|---|---|---|---|
| 4_1_cts | 9510 | 0.0443 | 0 |
| 5_1_grt | 10400 | 0.0445 | 0.0000210 |
critical path, delay by kind of cell:
kind | cells | cell delay, ns
adders and majority gates | 10 | 4.98
buffers and inverters | 8 | 2.48
xor gates and xnor gates | 1 | 0.44
and+or+nand+nor | 4 | 1.20
AOI/OAI and AO/OA | 5 | 1.10
kinds of logic (layout without fill, tap and decap cells):
| family | after synthesis | after routing | share of synthesized area [%] |
|---|---|---|---|
| adders and majority gates | 687 | 687 | 41.30 |
| buffers and inverters | 849 | 1012 | 13.20 |
| AOI/OAI and AO/OA | 732 | 732 | 17.62 |
| other | 0 | 8 | 0 |
| xor gates and xnor gates | 130 | 130 | 4.172 |
| muxes | 167 | 167 | 7.114 |
| latches | 1 | 1 | 0.05307 |
| and+or+nand+nor | 1109 | 1109 | 16.54 |
layer usage:
metal	up-vias	wire length, µm	global-route usage (%)
li1	12390	-	-
met1	13760	54770	56.62
met2	1694	58990	57.71
met3	321	18040	16.90
met4	14	7426	16.93
met5	-	198	1.419
Power figures rest on the tool's default switching activity, not on a simulated workload.
