**/design/flow/run.sh**
```bash
#!/bin/bash
# OpenROAD 26Q1-2900-gdf79404cd8, Yosys 0.63+post, stock flow scripts
make -C /OpenROAD-flow-scripts/flow DESIGN_CONFIG=/design/flow/config.mk WORK_HOME=/design/flow/orfs finish
```
**/design/flow/config.mk**
```make
export PLATFORM = sky130hd
export DESIGN_NAME = writeback
export DESIGN_NICKNAME = writeback
export VERILOG_FILES = /design/flow/design.v
export SDC_FILE = /design/flow/constraint.sdc
export NUM_CORES = 4
export LEC_CHECK = 1
export CORE_AREA = 10 10 78 78
export DIE_AREA = 0 0 88 88
```
**/design/flow/constraint.sdc**
```tcl
current_design writeback

set clk_period 2.4
set clk_io_pct 0.2

create_clock -name clk0 -period $clk_period

set non_clock_inputs [all_inputs -no_clocks]
set_input_delay [expr $clk_period * $clk_io_pct] -clock clk0 $non_clock_inputs
set_output_delay [expr $clk_period * $clk_io_pct] -clock clk0 [all_outputs]
```
**/design/flow/design.v**
```verilog
module writeback (
  input wire [31:0] pc,
  input wire [31:0] insn,
  input wire [13:0] controls,
  input wire [31:0] O,
  input wire [31:0] D,
  output wire [31:0] rdval,
  output wire rwe,
  output wire [4:0] d
);
  parameter JAL = 6'b000011;
  wire rdst;
  wire dmenable;
  wire dmwe;
  assign rdst = controls[13];
  assign dmenable = controls[12];
  assign rwe = controls[11];
  assign dmwe = controls[9]; 
  assign d = (insn[31:26] == JAL) ? 5'h1f : (rdst ? insn[15:11] : insn[20:16]);
  assign rdval = dmenable ? (dmwe ? O : D) : O; 
endmodule
```
==> writeup.txt <==
Setup repair after global routing could not meet its margin everywhere. After its last routability iteration, the placer logged a weighted congestion of 0.7899. Counting I/O delays and the setup requirement, the final critical path takes 2.366 ns.

Looking at the critical path, the highest net fanout was 7. The slowest cell on the critical path is sky130_fd_sc_hd__clkdlybuf4s50_1. Cells fill 43.85% of the core in the end.

The report lists the cells along the critical path as clkdlybuf4s50_1, nand2b_4, buf_12, buf_8, mux2_4, dlygate4sd2_1. Worst min-delay path category: input pin to primary output. The run gives 51 for the yosys stat cell total. The tools report the smallest hold slack as 0.9600 ns. The run gives 1.89 ns for the critical path arrival. The synthesis-to-finish area growth was 192.4%. Detailed-routing iteration count for the pre-antenna-repair pass: 4. The warning tally printed by Yosys for this design is 0. The flow ran to the end, and the final reports show no timing, DRC or antenna violations. The average detailed-routed wire length per instance was 17.35 µm.

Per the detailed placement report, the placed cell area equals 0.001893 mm². The final cycle utilization of the critical path was 98.58%; the setup slack at placement was -0.08740 ns. Top-level port count: 180. The run gives 0 for the count of final setup violators. Before placement the cells fill 14.99% of the core. For the number of antenna violations at the first check in global routing, the log shows 0. With the overall routed net length at 3.920 mm, the number of max-cap violations is 0. Per the post-synthesis report, the number of cells in the design is 51. The layout summary lists the proportion of cells stronger than drive strength 1 as 25.29%. Together, buffers and inverters on the worst path number 4. The critical path is of the input pin to primary output type. Per the slew report, the remaining headroom to the max-slew limit stands at 80.08%.

The required time at the worst endpoint is listed as 1.92 ns. Buffers placed on the I/O ports in this run total 120. Total number of vias: 867. For the post-layout instance area, the log shows 0.001936 mm². The average size of a mapped cell came out at 12.98 µm².

The count of nets left with antenna violations once routing finished came out at 0. Detailed-route iteration 0 reported a violation count of 8. Entering global routing, the biggest net connects 16 pins. The longest individual stage delay on the worst path works out to 0.50 ns. In this run the static leakage power is 0.9408 nW. With the number of unique standard cell types used by synthesis at 11, the global route total overflow is 0.

Note, the detailed placer reported a final HPWL of 3.686 mm. The netlist area before placement was 661.9 µm². Max-slew check failures listed in the final report amount to 0. The die covers 0.007744 mm². The power density normalized to cell area came out at 163.8 mW/mm². STA classifies the critical path endpoint as a primary output. The detailed placer reported the number of placed instances as 220.

Per the cell usage report, the commonest logic cell in the layout is sky130_fd_sc_hd__clkdlybuf4s50_1. The run gives 0 as the final hold violation count. The cell family contributing the most delay on the critical path is buffers and inverters. The first global-routing pass estimated 5.313 mm of wire. The OpenROAD warning count is 95. The floorplan step set the die height to 88 µm. The die is 88 µm wide. The floorplan step defined a core boundary enclosing 0.004414 mm². The worst setup slack after layout came out at 0.03413 ns. With the fmax at 422.7 MHz, the tally of non-filler cells in the final layout is 226. The chip area estimate from yosys synthesis came out at 661.9 µm². Total global-route track usage over all layers is 8.783%. With the post-detailed-route via-to-cell ratio at 3.836, the number of global-route vias before repair is 905. The layout has 0 clock buffers. For this run, design rule violations remaining after detail routing come to 0. In the Yosys report, the sequential cells make up 0% of the chip area. The logs give 0 for the antenna diode count and 0 µm² for the flip-flop and latch area. Row generation in the floorplan step produced 24 rows. The transition at the pin with the smallest max-transition slack is 0.2983 ns, and the worst vdd rail ir drop is 0.08454 mV. The run gives 0 as the sequential cell count of the final layout.

The run gives 0 as the count of hold-fix buffers inserted at cts. In the layout the commonest cells are 87 x sky130_fd_sc_hd__clkdlybuf4s50_1, 30 x sky130_fd_sc_hd__mux2_4, 27 x sky130_fd_sc_hd__dlygate4sd2_1. The library cell occupying the most area in the post-synthesis netlist was sky130_fd_sc_hd__mux2_4. The run gives 68.05% for the share of the synthesized area in the top cell type. The nature of the critical path startpoint is an input pin. The synthesis report lists the most area-consuming cells as sky130_fd_sc_hd__mux2_4 68%, sky130_fd_sc_hd__buf_12 9.1%, sky130_fd_sc_hd__mux2i_1 7.6%.
synth_stat cells (all sizes together):
library cell	instances
nand4bb	1
mux2i	5
mux2	32
o21ai	5
nand2b	1
clkbuf	1
or2	1
buf	5
stage by stage:
| stage | power [W] | setup TNS, ns |
|---|---|---|
| 2_1_floorplan | 0.00009886 | 0 |
| 3_3_place_gp | 0.0003361 | -2.269 |
| 3_5_place_dp | 0.0003376 | -1.948 |
| 4_1_cts | 0.0003144 | -0.2826 |
| 5_1_grt | 0.0003382 | -0.004944 |
| 6_report | 0.0003171 | 0 |
where the power goes:
| part | internal, W | switching, W |
|---|---|---|
| Combinational | 0.000252 | 0.0000647 |
| Clock | 0 | 0 |
| Sequential | 0 | 0 |
| Total | 0.000252 | 0.0000647 |
path summary, 6_finish.rpt:
| path | startpoint | cells after the start | to |
|---|---|---|---|
| setup / recovery | controls[12] | 6 | rdval[12] |
| hold / removal | controls[11] | 0 | rwe |
cell type report:
class / count / area (µm²)
Fill cell: 397 / 2479
Multi-Input combinational cell: 45 / 584.3
Timing Repair Buffer: 129 / 1286
Tap cell: 52 / 65.06
metal layers:
metal	up-vias	part of all wire [%]	global-route usage (%)
met5	-	0	0
met2	40	61	16.93
met3	2	9.1	3.742
met1	387	30	8.827
met4	0	0.36	0.5797
li1	438	-	-
logic make-up (layout without fill, tap and decap cells):
group / after synthesis / count (layout) / share of synthesized area, %
and+or+nand+nor: 3 / 3 / 4.726
buffers and inverters: 6 / 129 / 12.48
AOI/OAI and AO/OA: 5 / 5 / 3.780
muxes: 37 / 37 / 79.02
timing repair:
item	4_1_cts	5_1_grt
gates resized	28	13
hold endpoints to repair	0	0
setup buffers	0	6
setup endpoints to repair	32	9
Power and IR drop assume default switching activity.
